File: design/flow/config.mk
export PLATFORM = sky130hd
export DESIGN_NAME = update
export DESIGN_NICKNAME = update
export VERILOG_FILES = /design/flow/design.v
export SDC_FILE = /design/flow/constraint.sdc
export NUM_CORES = 4
export LEC_CHECK = 1
export CORE_AREA = 10 10 221 221
export DIE_AREA = 0 0 231 231
File: design/flow/constraint.sdc
current_design update

set clk_period 7.3
set clk_io_pct 0.2

create_clock -name clk0 -period $clk_period [get_ports {clk}]

set non_clock_inputs [all_inputs -no_clocks]
set_input_delay [expr $clk_period * $clk_io_pct] -clock clk0 $non_clock_inputs
set_output_delay [expr $clk_period * $clk_io_pct] -clock clk0 [all_outputs]
File: design/flow/design.v
module update(clk, reset, cond, stop, inst, rn_val, res, uns_res, uns_comp_result, comp_result, load_res,
				  N, Z, C, V, wr_en, wide, wr_addr, wr_val, pc);
	input logic clk, reset, cond, stop;
	input logic [31:0] inst;
	input logic [63:0] pc;
	input logic signed [63:0] res, load_res, rn_val;
	input logic [63:0] uns_res;
	input logic [64:0] uns_comp_result;
	input logic signed [64:0] comp_result;
	output logic N, Z, C, V, wr_en, wide;
	output logic [4:0] wr_addr;
	output logic signed [63:0] wr_val;
	always_ff@(posedge clk) begin
		if (!stop) begin
			if (reset) begin
				Z <= 0;
				N <= 0;
				V <= 0;
				C <= 0;
			end
			else begin
				casex(inst[28:25])
					4'b100x: begin  
							if (inst[25:23] == 3'b010 && inst[29]) begin  
								if (~inst[31]) begin  
									if (uns_comp_result[32])
										C <= 1;   
									else
										C <= 0;
									if (comp_result[32:0] != {res[31], res[31:0]})
										V <= 1;   
									else
										V <= 0;
									if (res[31:0] == 0) begin   
										Z <= 1;
										N <= 0;
									end
									else begin   
										if (res[31:0] < 0)   
											N <= 1;
										else   
											N <= 0;
										Z <= 0;
									end
								end
								else begin  
									if (uns_comp_result[64])
										C <= 1;   
									else
										C <= 0;
									if (comp_result != {res[63], res})
										V <= 1;   
									else
										V <= 0;
									if (res == 0) begin   
										Z <= 1;
										N <= 0;
									end
									else begin   
										if (res < 0)   
											N <= 1;
										else   
											N <= 0;
										Z <= 0;
									end
								end
							end	
							else if (inst[25:23] == 3'b100 && inst[30:29] == 2'b11) begin  
								C <= 0;
								V <= 0;
								if (inst[31]) begin  
									if (res[31:0] == 0) begin   
										Z <= 1;
										N <= 0;
									end
									else begin   
										if (res[31:0] < 0)   
											N <= 1;
										else   
											N <= 0;
										Z <= 0;
									end
								end
								else if (~inst[31] && ~inst[22]) begin  
									if (res == 0) begin   
										Z <= 1;
										N <= 0;
									end
									else begin   
										if (res < 0)   
											N <= 1;
										else   
											N <= 0;
										Z <= 0;
									end
								end
							end							
						end
					4'bx101: begin  
									if (~inst[28]) begin
										if (~inst[24] && inst[30:29] == 2'b11) begin   
											C <= 0;
											V <= 0;
											if (inst[31]) begin  
												if (res == 0) begin   
													Z <= 1;
													N <= 0;
												end
												else begin   
													if (res < 0)   
														N <= 1;
													else   
														N <= 0;
													Z <= 0;
												end
											end
											else if (~inst[15]) begin   
												if (res[31:0] == 0) begin   
													Z <= 1;
													N <= 0;
												end
												else begin   
													if (res[31:0] < 0)   
														N <= 1;
													else   
														N <= 0;
													Z <= 0;
												end
											end
											else begin
											end
										end
										else if (inst[24]) begin
											if (inst[29]) begin   
												if (~inst[31] && ~inst[15]) begin  
													if (uns_comp_result[32])
														C <= 1;   
													else
														C <= 0;
													if (comp_result[32:0] != {res[31], res[31:0]})
														V <= 1;   
													else
														V <= 0;
													if (res[31:0] == 0) begin   
														Z <= 1;
														N <= 0;
													end
													else begin   
														if (res[31:0] < 0)   
															N <= 1;
														else   
															N <= 0;
														Z <= 0;
													end
												end
												else begin  
													if (uns_comp_result[64])
														C <= 1;   
													else
														C <= 0;
													if (comp_result != {res[63], res})
														V <= 1;   
													else
														V <= 0;
													if (res == 0) begin   
														Z <= 1;
														N <= 0;
													end
													else begin   
														if (res < 0)   
															N <= 1;
														else   
															N <= 0;
														Z <= 0;
													end
												end
											end	
										end
									end
									else begin
										if (inst[28] && inst[24:21] == 4'b0010 && inst[29] && ~inst[10] && ~inst[4]) begin
											if (cond) begin
												if (~inst[31]) begin  
													if (uns_comp_result[32])
														C <= 1;   
													else
														C <= 0;
													if (comp_result[32:0] != {res[31], res[31:0]})
														V <= 1;   
													else
														V <= 0;
													if (res[31:0] == 0) begin   
														Z <= 1;
														N <= 0;
													end
													else begin   
														if (res[31:0] < 0)   
															N <= 1;
														else   
															N <= 0;
														Z <= 0;
													end
												end
												else begin  
													if (uns_comp_result[64])
														C <= 1;   
													else
														C <= 0;
													if (comp_result != {res[63], res})
														V <= 1;   
													else
														V <= 0;
													if (res == 0) begin   
														Z <= 1;
														N <= 0;
													end
													else begin   
														if (res < 0)   
															N <= 1;
														else   
															N <= 0;
														Z <= 0;
													end
												end
											end
										end
									end
								end	
				endcase
			end
		end
	end
	always_comb begin
		wr_en = 1'bx;
		wr_val = 64'bx;
		wr_addr = 5'bxxxxx;
		wide = 1'bx;
		if (!stop) begin
			casex(inst[28:25])			
				4'b100x: begin  
					wr_en = 1;
					wr_val = res;
					wr_addr = inst[4:0];
					if (inst[25:23] == 3'b010) begin  
						if (~inst[31])  
							wide = 0;
						else  
							wide = 1;
					end
					else if (inst[25:23] == 3'b100) begin  
						if (inst[31])   
							wide = 1;
						else if (~inst[31] && ~inst[22])   
							wide = 0;
					end		
					else if (inst[25:23] == 3'b101) begin   
						if (inst[31])   
							wide = 1;
						else if (~inst[31] && ~inst[22])   
							wide = 0;
					end
				end
				4'bx1x0: begin  
					if (inst[31:28] == 4'b0x01 && ~inst[24] && ~inst[26]) begin   
						wr_addr = inst[4:0];
						wr_en = 1;
						wide = 1;
						wr_val = load_res;
					end
					else if (inst[29:28] == 2'b11) begin
						if (~inst[24] && ~inst[21]) begin
							if (inst[11:10] == 01) begin   
								if (inst[23:22] == 2'b01) begin   
									wr_addr = inst[4:0];
									wr_en = 1;
									wr_val = load_res;
									if (inst[31:30] == 2'b11)   
										wide = 1;
									else if (inst[31:30] == 2'b10)   
										wide = 0;
								end
								else if (inst[23:22] == 2'b00) begin   
									wr_addr = inst[4:0];
									wr_en = 1;
									wr_val = res;
									if (inst[31:30] == 2'b11)   
										wide = 1;
									else if (inst[31:30] == 2'b10)   
										wide = 0;
								end
							end
							else if (inst[11:10] == 01) begin   
								if (inst[23:22] == 2'b11) begin   
									wr_addr = inst[4:0];
									wr_en = 1;
									wr_val = load_res;
									if (inst[31:30] == 2'b11)   
										wide = 1;
									else if (inst[31:30] == 2'b10)   
										wide = 0;
								end
								else if (inst[23:22] == 2'b00) begin   
									if (inst[31:30] == 2'b11)   
										wide = 1;
									else if (inst[31:30] == 2'b10)   
										wide = 0;
								end
							end
						end
						else if (inst[24]) begin   
							if (inst[23:22] == 2'b01) begin   
								wr_addr = inst[4:0];
								wr_en = 1;
								wr_val = load_res;
								if (inst[31:30] == 2'b11)   
									wide = 1;
								else if (inst[31:30] == 2'b10)   
									wide = 0;
							end
						end
					end
				end
				4'b101x: begin  
					if (inst[30:29] == 2'b00) begin
						if (inst[31]) begin  
							wr_val = res;
							wr_addr = 30;
							wr_en = 1; 
							wide = 1;
						end
					end
				end
				4'bx101: begin  
						if (~inst[28]) begin
							wr_val = res;
							if (~inst[24]) begin   
								wr_en = 1;
								wr_addr = inst[4:0];
								if (inst[30:29] == 2'b00) begin  
									if (inst[31])  
										wide = 1;
									else if (~inst[15])  
										wide = 0;
								end
								else if (inst[30:29] == 2'b00 || inst[30:29] == 2'b11) begin  
									if (inst[31])   
										wide = 1;
									else if (~inst[15])   
										wide = 0;
								end
								else if (inst[30:29] == 2'b01) begin  
									if (inst[31])   
										wide = 1;
									else if (~inst[15])   
										wide = 0;
								end
								else if (inst[30:29] == 2'b10) begin  
									if (inst[31])   
										wide = 1;
									else if (~inst[15])   
										wide = 0;
								end
							end
							else if (inst[24]) begin
								if (~inst[21]) begin   
									wr_addr = inst[4:0];
									wr_en = 1;
									if (inst[21] == 0) begin
										if (inst[31])   
											wide = 1;
										else if (~inst[15])  
											wide = 0;
									end
								end
								else if (inst[21]) begin   
									if (inst[23:22] == 2'b00 && inst[12:10] <= 4) begin
										wr_addr = inst[4:0];
										wr_en = 1;
										if (inst[31])   
											wide = 1;
										else   
											wide = 0;
										end
									end
								end
							end
						end
			endcase
		end
	end
endmodule
File: design/flow/run.sh
#!/bin/bash
# OpenROAD 26Q1-2900-gdf79404cd8, Yosys 0.63+post, stock flow scripts
make -C /OpenROAD-flow-scripts/flow DESIGN_CONFIG=/design/flow/config.mk WORK_HOME=/design/flow/orfs finish
==> reports/qor.yml <==
dp_cells: 1126
drt_wl_total_um: 19400
warning_count: 294
grt_start_max_net_pins: 33
fmax_mhz: 175
relSlewSlack_pct: 51.5
slew_violations: 0
crit_type: "input port to primary output"
swShare_pct: 28.3
seq_area_sq_um: 120
drive_gt1_share_pct: 13.8
area_leaders: "mux2_2 31%, xor2_1 26%, nor4_1 9.3%"
power.density_nw_per_um2: 72.3
clk_path_buf_depth: 2
vias: 3232
vdd_ir_drop_max_mv: 0.0584
intPower_w: 0.000303
coreArea_sq_um: 44100
synth.most_common_cell: "xor2_1"
hold_path.class: "input port to flip-flop"
htree_levels: 1
syn_area_sq_um: 2150
switchingPower_w: 0.000120
drt_first_pass_iters: 4
hold_viol: 0
cts_buffers: 3
crit_path_cell_trace: "clkdlybuf4s50_1 > nor2b_1 > inv_1 > o21ai_4 > buf_4 > mux2_2 > clkdlybuf4s50_1"
die-width_um: 231
yosys.area.top_type: "mux2_2"
ioPinCount: 561
ys_seq_share_pct: 5.59
avgSynthCellArea_sq_um: 8.70
finalCritPeriodShare_pct: 78.2
cts_setup_buffers: 0
crit_arrival_ps: 4250
wl_per_cell_um: 17.1
fp_util_pct: 4.87
cts-root-buf: "clkbuf_16"
mi_logic_area_sq_um: 1940
start_kind: "input port"
ys.flops: 4
clock-sinks: 4
combPwrFrac_pct: 73.5
syn-instance-count: 247
flop_cell: "edfxtp_1"
fillers: 5051
rsz0062_at_grt: "no"
leakage_nw: 1.92
edf_count: 4
track_usage_pct: 6.92
ctsResizeCount: 0
worstPathRequired_ps: 5840
crit_top_cell: "clkdlybuf4s50_1"
area_delta_synth_final_pct: 172
critPathMaxStageDelay_ps: 570
fp.dieH_um: 231
top_cells_by_count: "63 x xor2_1, 59 x mux2_2, 32 x nor4_1"
min_period_ps: 5710
setup_tns_ps: 0
final-instance-count-excl-fill: 1130
yosysWarnings: 1
drc: 0
antenna_found_initial: 3
io_buffers: 290
crit_family: "buffers and inverters"
die-area_sq_um: 53400
power.share.clock_pct: 19.8
yosys_cells: 247
p_seq_share_pct: 6.7
slowest_stage: "clkdlybuf4s50_1"
ys_types: 41
worstPathMaxFanout: 21
totalPowerFinal_w: 0.000422
cts_tree: "built"
postRouteAntennaNets: 0
ys_area_sq_um: 2150
maxCapViolations: 0
critPathBufInv: 4
status: "finished clean"
first_iter_violations: 62
vias_per_cell: 2.86
rows: 77
top_area_share_pct: 30.9
hpwl_um: 18100
grt-ovfl-total: 0
path_clk_slew_ps: 30
synth-async-reset-ratio_pct: 0
holdBufCountCts: 0
grt_pass1_wl_um: 26100
grt_pass1_vias: 3811
endpoint_kind: "primary output"
worst_slew_pin_slew_ps: 721
gp_congestion: 0.836
setup_viol: 0
[placed cells by master (no fill, tap or decap), types with 2 or more instances in the layout]
cell	Yosys	routed
a211oi_1	3	3
nor3_1	7	7
o21ai_0	5	5
and3b_1	2	2
nor2_1	6	6
nor4_1	32	32
nand3b_1	3	3
nand4_1	6	6
edfxtp_1	4	4
nand3_1	2	2
mux2_1	5	5
buf_4	7	7
nand2_1	3	3
o211ai_1	2	2
a21oi_1	5	5
clkdlybuf4s50_1	0	290
nor4b_1	2	2
nand2b_1	6	6
clkbuf_16	0	3
inv_1	3	3
xor2_1	63	63
mux2_2	59	59
[cell families after synthesis]
logic type	count (synthesis)	synth area share, %
muxes	64	33.5
buffers and inverters	13	4.25
AOI/OAI and AO/OA	23	7.63
xor gates and xnor gates	64	26.1
DFF	4	5.59
other	1	0.175
and+or+nand+nor	78	22.7
[registers in the layout, indices dropped and copies added (netlist names)]
name and count:
C 1, N 1, V 1, Z 1
[per-layer routing]
metal | wire (um) | vias up | GRT usage (%) | part of all wire (%)
met1 | 7380 | 1443 | 7.34 | 38
li1 | - | 1522 | - | -
met3 | 2920 | 16 | 4.49 | 15
met2 | 8790 | 247 | 11.6 | 45
met4 | 240 | 4 | 0.863 | 1.2
met5 | 23 | - | 0 | 0.12
[power by group through the flow]
stage / Sequential, W / Clock [W] / Combinational [W]
finish: 0.0000281 / 0.0000838 / 0.000310
global route: 0.0000282 / 0.0000888 / 0.000338
CTS: 0.0000281 / 0.0000859 / 0.000320
[final cells by class]
cell class	instances	share of cell area, %
clock buffers	3	1.29
well taps	592	12.7
repair buffers	297	50.6
inverters	3	0.193
diodes	1	0.0428
flip-flops and latches	4	2.06
multi-input cells	230	33.2
[per-stage QoR]
stage / worst slack [ps] / hold slack (ps) / util, % / instance area, sq um
after floorplan: 3250 / 1670 / - / 2150
after global placement: 1510 / 2190 / 13.1 / 5760
after detailed placement: 1440 / 2180 / 13.1 / 5760
after CTS: 1460 / 1950 / 13.2 / 5840
after global routing: 1360 / 2000 / 13.2 / 5840
final: 1590 / 1940 / 13.2 / 5840
[final timing paths]
path | startpoint | end | slack, ps | cells after the start
worst min-delay path | uns_comp_result[64] | C | 1940 | 3
worst max-delay path | inst[27] | wr_val[0] | 1590 | 7
