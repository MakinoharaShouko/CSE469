==> design/flow/design.v <==
module regfile (clock, reset, addr1, val1, addr2, val2, addr3, val3, pc, new_pc, wr_en, wide, wr_addr, wr_val);
	input logic clock, reset, wr_en, wide; 
	input logic [4:0] addr1, addr2, addr3, wr_addr;
	input logic signed [63:0] wr_val;
	input logic [63:0] new_pc;
	output logic signed [63:0] val1, val2, val3;
	output logic [63:0] pc;
	logic signed [31:0] reg_file [63:0];
	always_comb begin
		val1 = reg_file[addr1];
		val2 = reg_file[addr2];
		val3 = reg_file[addr3];
		pc = reg_file[15];
	end
	always_ff@(posedge clock) begin
		if (reset) begin
			reg_file[0] <= 12;
			reg_file[1] <= 810;
			reg_file[2] <= 0;
			reg_file[3] <= 0;
			reg_file[4] <= 0;
			reg_file[5] <= 46;
			reg_file[6] <= 8;
			reg_file[7] <= 0;
			reg_file[8] <= 114;
			reg_file[9] <= 0;
			reg_file[10] <= 46;
			reg_file[11] <= 0;
			reg_file[12] <= 0;
			reg_file[13] <= 15;
			reg_file[14] <= 0;
			reg_file[15] <= 0;
			reg_file[16] <= 0;
			reg_file[17] <= 0;
			reg_file[18] <= 3;
			reg_file[19] <= 23;
			reg_file[20] <= 0;
			reg_file[21] <= 0;
			reg_file[22] <= 0;
			reg_file[23] <= 0;
			reg_file[24] <= 7;
			reg_file[25] <= 0;
			reg_file[26] <= 0;
			reg_file[27] <= -1919;
			reg_file[28] <= 5;
			reg_file[29] <= 0;
			reg_file[30] <= 77;
			reg_file[31] <= 514;
		end
		else begin
			reg_file[15] <= new_pc;
			if (wr_en) begin
				if (wide)
					reg_file[wr_addr] <= wr_val;
				else
					reg_file[wr_addr][31:0] <= wr_val[31:0];
			end
		end
	end
endmodule
==> design/flow/run.sh <==
#!/bin/bash
# OpenROAD 26Q1-2900-gdf79404cd8, Yosys 0.63+post, stock flow scripts
make -C /OpenROAD-flow-scripts/flow DESIGN_CONFIG=/design/flow/config.mk WORK_HOME=/design/flow/orfs finish
==> design/flow/config.mk <==
export PLATFORM = sky130hd
export DESIGN_NAME = regfile
export DESIGN_NICKNAME = regfile
export VERILOG_FILES = /design/flow/design.v
export SDC_FILE = /design/flow/constraint.sdc
export NUM_CORES = 4
export LEC_CHECK = 1
export CORE_UTILIZATION = 50
==> design/flow/constraint.sdc <==
current_design regfile

set clk_period 9.9
set clk_io_pct 0.2

create_clock -name clk0 -period $clk_period [get_ports {clock}]

set non_clock_inputs [all_inputs -no_clocks]
set_input_delay [expr $clk_period * $clk_io_pct] -clock clk0 $non_clock_inputs
set_output_delay [expr $clk_period * $clk_io_pct] -clock clk0 [all_outputs]
==> COMMIT_EDITMSG <==
Update PnR metrics after Yosys + OpenROAD run

* Share of synthesized area occupied by flip-flops and latches: 46.3%
* Total detailed-routing wirelength: 269000 um
- CTS Buffer Depth: 3
- Post-CTS sizing: 0
- Looking at the hold checks, the worst path lands on reg_file[15][31].
- Chip Footprint: 133000 um^2
- For this design, Yosys synthesis ends with a cell count of 6006.
- Number of remaining DRC errors: 0
* Mean routed wirelength per cell: 34.4 um
- The synthesis report lists the Yosys warning total as 1.
- From synthesis to final layout, the design area changed by 12.0%.
* Worst Slack Setup Final: 2.15 ns
- The region available for standard cell placement spans 130000 um^2.
- Largest registers in the final layout: reg_file: 1024 flops
- More flip-flops sit in one register than any other, and that register is reg_file.
* Total routing usage reported by global routing: 43.1%
- Final weighted congestion in routability-driven placement: 0.963
- Share of cells above drive strength 1: 7.57%
* Non-filler cells, final: 7826
- Entering global routing, the biggest net connects 87 pins.
* Most used cell, CP: sky130_fd_sc_hd__clkdlybuf4s50_1
- Global-route wire length before repair: 371000 um
* Initial DRT Pass Iterations: 6
* Number of sinks driven by the clock tree: 1024
* Vias after detailed routing: 50700
- Hold buffers post-CTS: 0
- Number of nets with antenna violations after routing: 0
- Slowest stage delay, CP: 0.90 ns
- Data required time at the worst endpoint: 7.92 ns
- The run finished with clean final reports.
- Before any placement, the netlist area is recorded as 65700 um^2.
* Root Driver: sky130_fd_sc_hd__clkbuf_16
- Tally of unique sky130hd cells used after synthesis: 32
- After legalization and detailed placement, the total HPWL measured 152000 um.
* Place WS: 2.32 ns
- STA classifies the critical path endpoint as a primary output.
* TritonCTS clock tree: yes
- The power report puts the leakage power at 29.2 nW.
- Adding up every negative setup slack in the final design gives 0 ns.
* Via count of the first global-routing pass: 50600
- Setup repair after global routing left no endpoint under its margin.
- The timing report shows that the slowest cell on the worst path is sky130_fd_sc_hd__clkdlybuf4s50_1.
* Setup crit start kind: input pin
- VDD IR max: 0.000136 V
* Port Buffer Count: 342
- The worst hold path passes through 3 cells.
* Number of buffers added for setup after CTS: 0
- I/O pin cnt: 408
* Via/cell ratio: 6.48
* Total congestion overflow after global routing: 0
* Cell-by-cell listing of the critical path: clkdlybuf4s50_1 > nor2b_4 > buf_12 > a22o_1 > nor3_1 > a31oi_1 > nand3_1 > clkdlybuf4s50_1
* Overall die width: 364 um
- Static timing analysis puts the maximum clock frequency at 0.129 GHz.
- Yosys reports a chip area of 65700 um^2.
- The final timing report counts setup violations totalling 0.
- The H-tree generated during clock tree synthesis spans 3 levels.
- Looking at the max-slew report, the worst-margin pin has a slew of 1.15 ns.
- DIE HEIGHT: 364 um
- Dominant cells by area after synthesis: sky130_fd_sc_hd__edfxtp_1 (45%), sky130_fd_sc_hd__mux2i_1 (23%), sky130_fd_sc_hd__and2_1 (8.9%)
- The setup path with the least slack is of type in2out.
- Averaged over all synthesized cells, the footprint is 10.9 um^2.
- Post-synthesis cell count: 6006
* Reported max-cap violation count: 0
- Number of warnings in the stage logs: 91
* Worst max-slew margin expressed relative to the limit: 22.9%
- Share of the synthesized area in the top cell type: 45.4%
* Power after layout: 11.5 mW
* Number of stages on the worst setup path: 8
* Placed cells: 7567
- The register with the most flip-flops in the layout has 1024 of them.
- Combined buffer and inverter count along the critical path: 3
* TritonCTS buffer count: 120
- Arrival time at the worst endpoint: 5.77 ns
* Register clock-pin slew on the reported worst setup and hold paths: 0.06 ns
* Cell type with the highest aggregate area in the netlist: sky130_fd_sc_hd__edfxtp_1
* Final hold viol count: 0
- Largest fanout of any net on the critical path: 59
* P per Cell Area: 156 nW/um^2
- Count of final max-slew check failures: 0
- Flip-flop and latch count after synthesis: 1024
- Once the floorplan was initialized, standard cells occupied 50.5% of the core.
* Initial antenna violation count: 23
- The kind of cell with the highest combined delay along the critical path is buffers and inverters.
* Worst hold start: reset
- The routed design could run at a clock period as short as 7.75 ns.
- Worst hold path class: in2reg
- For reference, the placement row count at floorplan is 132.
* Tcrit/Tclk final: 78.3%
- The detailed router finished its first iteration with 4069 violations.
[how the worst max path moves through the flow]
stage,startpoint,to,slack [ns]
after CTS,addr2[0],val2[20],2.30
after global routing,addr2[2],val2[48],2.10
final,addr2[2],val2[8],2.15
[stage by stage]
stage | area, um^2 | hold slack [ns] | utilization (%)
floorplan | 65700 | 2.13 | -
global placement | 69600 | 2.53 | 53.6
detailed placement | 69600 | 2.53 | 53.6
CTS | 73400 | 1.75 | 56.5
global route | 73500 | 1.81 | 56.5
finish | 73500 | 1.78 | 56.6
[area by class of cell]
type	count	area, um^2
Antenna cell	37	92.6
Clock inverter	50	342
Timing Repair Buffer	538	5180
Clock buffer	172	3470
Tap cell	1742	2180
Sequential cell	1024	30400
Multi-Input combinational cell	4263	31800
Fill cell	10700	56400
[routing by layer]
metal  vias to the layer above  GRT usage [%]  part of all wire (%)
met3                       745           32.9                    18
met4                        30           18.1                   5.1
li1                      22000              -                     -
met5                         -           6.10                  0.38
met2                      3789           56.9                    41
met1                     24200           53.0                    35
[synth_stat cells]
library cell               number
sky130_fd_sc_hd__mux2i_1     1536
sky130_fd_sc_hd__buf_2        142
sky130_fd_sc_hd__nand2b_1      38
sky130_fd_sc_hd__clkbuf_1     319
sky130_fd_sc_hd__nor2_4         6
sky130_fd_sc_hd__or3_1         65
sky130_fd_sc_hd__buf_6          2
sky130_fd_sc_hd__nor2_2         4
sky130_fd_sc_hd__nor2_8         1
sky130_fd_sc_hd__nor2_1        26
sky130_fd_sc_hd__a31oi_1       96
sky130_fd_sc_hd__or2_2         34
sky130_fd_sc_hd__nand2_1      325
sky130_fd_sc_hd__dfxtp_1       32
sky130_fd_sc_hd__buf_1         30
sky130_fd_sc_hd__nor3_1        96
sky130_fd_sc_hd__or3b_1         2
sky130_fd_sc_hd__nor2b_1        7
sky130_fd_sc_hd__nand2b_4       1
sky130_fd_sc_hd__buf_4        194
sky130_fd_sc_hd__nand3_1      290
sky130_fd_sc_hd__a21oi_1      288
sky130_fd_sc_hd__o21ai_1        4
sky130_fd_sc_hd__a22oi_1      288
sky130_fd_sc_hd__o21ai_0       28
sky130_fd_sc_hd__nand3b_1       4
sky130_fd_sc_hd__and2_1       931
sky130_fd_sc_hd__buf_8          1
sky130_fd_sc_hd__clkbuf_2      31
sky130_fd_sc_hd__a22o_1       192
sky130_fd_sc_hd__or3_4          1
sky130_fd_sc_hd__edfxtp_1     992
[logic make-up (layout without fill, tap and decap cells)]
kind of cell	count (synthesis)	in the layout	synth area share, %
flip-flops	1024	1024	46.3
other	0	37	0
AND-OR/OR-AND	896	896	9.21
buffers and inverters	719	760	5.59
AND/OR/NAND/NOR	1831	1831	15.5
multiplexers	1536	1536	23.4
[cell usage in the layout (no fill, tap or decap), types with 174 or more instances in the layout]
cell type | Yosys | layout
sky130_fd_sc_hd__a21oi_1 | 288 | 288
sky130_fd_sc_hd__a22o_1 | 192 | 192
sky130_fd_sc_hd__a22oi_1 | 288 | 288
sky130_fd_sc_hd__and2_1 | 931 | 928
sky130_fd_sc_hd__buf_4 | 194 | 174
sky130_fd_sc_hd__clkdlybuf4s50_1 | 0 | 338
sky130_fd_sc_hd__edfxtp_1 | 992 | 992
sky130_fd_sc_hd__mux2i_1 | 1536 | 1536
sky130_fd_sc_hd__nand2_1 | 325 | 322
sky130_fd_sc_hd__nand3_1 | 290 | 289
[where the power goes]
group          internal (mW)  switching (mW)  leakage (nW)
Sequential              4.99           0.186          9.74
Clock                   2.51            1.85          1.88
Combinational          0.792            1.17          17.6
Power and IR drop assume default switching activity.
